File: flow/config.mk
export PLATFORM = sky130hd
export DESIGN_NAME = address_generator
export DESIGN_NICKNAME = address_generator
export VERILOG_FILES = /design/flow/design.v
export SDC_FILE = /design/flow/constraint.sdc
export NUM_CORES = 4
export LEC_CHECK = 1
export CORE_AREA = 10 10 74 74
export DIE_AREA = 0 0 84 84
File: flow/constraint.sdc
current_design address_generator

set clk_period 4.4
set clk_io_pct 0.2

create_clock -name clk0 -period $clk_period [get_ports {clk}]

set non_clock_inputs [all_inputs -no_clocks]
set_input_delay [expr $clk_period * $clk_io_pct] -clock clk0 $non_clock_inputs
set_output_delay [expr $clk_period * $clk_io_pct] -clock clk0 [all_outputs]
File: flow/design.v
  `timescale 1ns / 1ps
module address_generator(
    input [2:0] estate,
    input clk,
    input start,
    output reg [2:0] addr,
    output reg [2:0] colum_bit,
    output reg [2:0] em
);
    reg dir;
    always @(posedge clk) begin
        if (start) begin 
            if (estate == 3'b001) begin
                addr <= 3'd0;
                colum_bit <= 3'd0;
                em <= 3'b000;
                dir <= 1'b0;
            end 
            else if (estate == 3'b010) begin
                if (addr == 3'b111 && colum_bit == 3'b111) begin
                    em <= 3'b001;
                end else begin
                    if (colum_bit == 3'b111) begin
                        addr <= addr + 1'b1;
                        colum_bit <= 3'b000;
                    end else begin
                        colum_bit <= colum_bit + 1'b1;
                    end
                end
            end 
            else if (estate == 3'b011) begin
                if (dir == 1'b0) begin
                    addr <= 3'b000;
                    colum_bit <= 3'b000;
                    dir <= 1'b1;
                end else begin
                    if (addr == 3'b111 && colum_bit == 3'b111) begin
                        em <= 3'b010;
                        dir <= 1'b0;
                    end else begin
                        if (colum_bit == 3'b111) begin
                            addr <= addr + 1'b1;
                            colum_bit <= 3'b000;
                        end else begin
                            colum_bit <= colum_bit + 1'b1;
                        end
                    end
                end
            end 
            else if (estate == 3'b100) begin
                if (dir == 1'b0) begin
                    addr <= 3'b000;
                    colum_bit <= 3'd0;
                    dir <= 1'b1;
                end else begin
                    if (addr == 3'b111 && colum_bit == 3'b111) begin
                        em <= 3'b011;
                        dir <= 1'b1;
                    end else begin
                        if (colum_bit == 3'b111) begin
                            addr <= addr + 1'b1;
                            colum_bit <= 3'b000;
                        end else begin
                            colum_bit <= colum_bit + 1'b1;
                        end
                    end
                end
            end 
            else if (estate == 3'b101) begin
                if (dir == 1'b1) begin
                    if (addr == 3'b000 && colum_bit == 3'b000) begin
                        em <= 3'b100;
                        dir <= 1'b0;
                    end else begin
                        if (colum_bit == 3'b000) begin
                            addr <= addr - 1'b1;
                            colum_bit <= 3'b111;
                        end else begin
                            colum_bit <= colum_bit - 1'b1;
                        end
                    end
                end
            end 
            else if (estate == 3'b110) begin
                if (dir == 1'b0) begin
                    addr <= 3'b111;
                    colum_bit <= 3'd7;
                    dir <= 1'b1;
                end else begin
                    if (addr == 3'b000 && colum_bit == 3'b000) begin
                        em <= 3'b101;
                        dir <= 1'b0;
                    end else begin
                        if (colum_bit == 3'b000) begin
                            addr <= addr - 1'b1;
                            colum_bit <= 3'b111;
                        end else begin
                            colum_bit <= colum_bit - 1'b1;
                        end
                    end
                end
            end 
            else if (estate == 3'b111) begin
                if (dir == 1'b0) begin
                    addr <= 3'b111;
                    colum_bit <= 3'd7;
                    dir <= 1'b1;
                end else begin
                    if (addr == 3'b000 && colum_bit == 3'b000) begin
                        em <= 3'b110;
                        dir <= 1'b0;
                    end else begin
                        if (colum_bit == 3'b000) begin
                            addr <= addr - 1'b1;
                            colum_bit <= 3'b111;
                        end else begin
                            colum_bit <= colum_bit - 1'b1;
                        end
                    end
                end
            end
        end
    end
endmodule
module fsm_controller(
    input start,
    input clk,
    input [2:0] em,
    output reg [2:0] estate,
    output reg ebist
);
    reg [2:0] state;
    parameter idle = 3'b001, 
              write0 = 3'b010, 
              read0 = 3'b011, 
              write1 = 3'b100, 
              read1 = 3'b101, 
              write02 = 3'b110, 
              read02 = 3'b111, 
              finish = 3'b000;
    always @(posedge clk) begin
        if (start == 0) begin
            state <= idle;
        end else begin
            case (state)
                idle: if (em == 3'b000) state <= write0;
                write0: if (em == 3'b001) state <= read0;
                read0: if (em == 3'b010) state <= write1;
                write1: if (em == 3'b011) state <= read1;
                read1: if (em == 3'b100) state <= write02;
                write02: if (em == 3'b101) state <= read02;
                read02: if (em == 3'b110) state <= finish;
                finish: state <= finish;
                default: state <= finish;
            endcase
        end
    end
    always @(*) begin
        estate = finish;
        ebist = 1'b1;
        case (state)
            idle: begin
                estate = idle;
                ebist = 1'b0;
            end
            write0: begin
                estate = write0;
                ebist = 1'b0;
            end
            read0: begin
                estate = read0;
                ebist = 1'b0;
            end
            write1: begin
                estate = write1;
                ebist = 1'b0;
            end
            read1: begin
                estate = read1;
                ebist = 1'b0;
            end
            write02: begin
                estate = write02;
                ebist = 1'b0;
            end
            read02: begin
                estate = read02;
                ebist = 1'b0;
            end
            finish: begin
                estate = finish;
                ebist = 1'b1;
            end
        endcase
    end
endmodule
module read_write_controller(
    input [2:0] addr,
    input [2:0] colum_bits,
    input [2:0] estate,
    input start,
    output reg data_in,
    output reg wr_en,
    output reg rd_en,
    output reg [2:0] wr_addr,
    output reg [2:0] rd_addr,
    output reg [2:0] coloum_b
);
    always @(*) begin
        if (start) begin
            case (estate)
                3'b010: begin 
                    wr_addr = addr; 
                    rd_addr = 3'b000; 
                    coloum_b = colum_bits; 
                    rd_en = 1'b0; 
                    wr_en = 1'b1; 
                    data_in = 1'b0; 
                end
                3'b011: begin 
                    wr_addr = 3'b000; 
                    rd_addr = addr; 
                    coloum_b = colum_bits; 
                    rd_en = 1'b1; 
                    wr_en = 1'b0; 
                    data_in = 1'b0; 
                end
                3'b100: begin 
                    wr_addr = addr; 
                    rd_addr = 3'b000; 
                    coloum_b = colum_bits; 
                    rd_en = 1'b0; 
                    wr_en = 1'b1; 
                    data_in = 1'b1; 
                end
                3'b101: begin 
                    wr_addr = 3'b000; 
                    rd_addr = addr; 
                    coloum_b = colum_bits; 
                    rd_en = 1'b1; 
                    wr_en = 1'b0; 
                    data_in = 1'b1; 
                end
                3'b110: begin 
                    wr_addr = addr; 
                    rd_addr = 3'b000; 
                    coloum_b = colum_bits; 
                    rd_en = 1'b0; 
                    wr_en = 1'b1; 
                    data_in = 1'b0; 
                end
                3'b111: begin 
                    wr_addr = 3'b000; 
                    rd_addr = addr; 
                    coloum_b = colum_bits; 
                    rd_en = 1'b1; 
                    wr_en = 1'b0; 
                    data_in = 1'b0; 
                end
                default: begin 
                    wr_addr = 3'b000; 
                    rd_addr = 3'b000; 
                    coloum_b = 3'b000; 
                    rd_en = 1'b0; 
                    wr_en = 1'b0; 
                    data_in = 1'b0; 
                end
            endcase
        end
        else begin
            wr_addr = 3'b000; 
            rd_addr = 3'b000; 
            coloum_b = 3'b000; 
            rd_en = 1'b0; 
            wr_en = 1'b0; 
            data_in = 1'b0;
        end
    end
endmodule
module memory_module(
    input we,
    input re,
    input clk,
    input reset,
    input [1:0] fault,
    input [2:0] wr_addr,
    input [2:0] rd_addr,
    input data_in,
    output reg data_out,
    input [2:0] fault_bit
);
    integer i;
    reg [7:0] memory[0:7];
    always @(posedge clk) begin
        if (reset) begin
            for (i = 0; i <= 7; i = i + 1) begin
                memory[i] <= 8'b0;
            end
        end
        else begin
            if (we) begin
                case (fault) 
                    2'b00: begin  
                        if (wr_addr == 3'd1 && fault_bit == 3'd2) begin
                            memory[wr_addr][fault_bit] <= 1'b0;  
                        end
                        else if (wr_addr == 3'd4 && fault_bit == 3'd5) begin
                            memory[wr_addr][fault_bit] <= 1'b1;  
                        end
                        else begin
                            memory[wr_addr][fault_bit] <= data_in;
                        end
                    end
                    2'b01: begin  
                        if (wr_addr == 3'd5 && fault_bit == 3'd3)
                            memory[5][3] <= memory[5][3] & data_in;  
                        else if (wr_addr == 3'd6 && fault_bit == 3'd5)
                            memory[6][5] <= memory[6][5] | data_in;  
                        else
                            memory[wr_addr][fault_bit] <= data_in;
                    end
                    2'b10: begin  
                        if (wr_addr == 3'd2 && fault_bit == 3'd3) begin
                            memory[2][2] <= memory[2][2] ^ (~memory[2][4] & data_in);
                            memory[2][3] <= data_in;
                        end else begin
                            memory[wr_addr][fault_bit] <= data_in;
                        end
                    end
                    2'b11: begin  
                        memory[wr_addr][fault_bit] <= data_in;
                    end
                endcase
            end
        end
    end
    always @(*) begin
        if (reset) begin
            data_out = 1'b0;
        end else if (re) begin
                    data_out = memory[rd_addr][fault_bit];
        end else begin
            data_out = 1'b0;
        end
    end
endmodule
module comparator (
    input clk,
    input start,
    input [2:0] addr,
    input [2:0] colum_bit,
    input data_out,
    input [2:0] estate,
    input rd_en,   
    output reg error,
    output reg [2:0] fault_addr,
    output reg [2:0] fault_bit
);
    parameter zero = 1'b0, one = 1'b1;
    always @(*) begin
        error = 1'b0;
        fault_addr = 3'd0;
        fault_bit = 3'b000; 
        if (start && rd_en) begin
            case (estate)
                3'b011: begin  
                    if (data_out != zero) begin
                        error = 1'b1;
                        fault_addr = addr;
                        fault_bit = colum_bit;
                    end
                end
                3'b101: begin  
                    if (data_out != one) begin
                        error = 1'b1;
                        fault_addr = addr;
                        fault_bit = colum_bit;
                    end
                end
                3'b111: begin   
                    if (data_out != zero) begin
                        error = 1'b1;
                        fault_addr = addr;
                        fault_bit = colum_bit;
                    end
                end
                default: begin
                  error = 0;
                end
            endcase
        end
    end
endmodule
module top_mbist(
    input clk,
    input reset,
    input start,
    input [1:0] fault,
    output [2:0] addr,
    output [2:0] colum_bit,
    output [2:0] estate,
    output ebist,
    output [2:0] em_signal_out,
    output [2:0] wr_addr,
    output [2:0] rd_addr,
    output [2:0] coloum_b,
    output wr_en,
    output rd_en,
    output top_data_out,
    output top_error,
    output [2:0] top_fault_addr,
    output [2:0] top_fault_bit
);
    wire [2:0] fsm_estate;
    wire [2:0] em_signal;
    wire [2:0] addr_signal;
    wire [2:0] colum_bit_signal;
    wire data_in;
    always @(posedge clk) begin
        if (rd_en) begin
            $display("Time=%t: READ_REQ Addr=%d Bit=%d Data=%b Error=%b", 
                     $time, addr_signal, colum_bit_signal, top_data_out, top_error);
        end
    end
    fsm_controller fsm_inst (
        .start(start),
        .em(em_signal),
        .clk(clk),
        .estate(fsm_estate),
        .ebist(ebist)
    );
    address_generator addr_gen_inst (
        .estate(fsm_estate),
        .clk(clk),
        .start(start),
        .addr(addr_signal),
        .colum_bit(colum_bit_signal),
        .em(em_signal)
    );
    read_write_controller rw_ctrl_inst (
        .addr(addr_signal),
        .colum_bits(colum_bit_signal),
        .estate(fsm_estate),
        .start(start),
        .data_in(data_in),
        .wr_en(wr_en),
        .rd_en(rd_en),
        .wr_addr(wr_addr),
        .rd_addr(rd_addr),
        .coloum_b(coloum_b)
    );
    mbist memory_inst (
        .we(wr_en),
        .re(rd_en),
        .clk(clk),
        .reset(reset),
        .fault(fault),
        .wr_addr(wr_addr),
        .rd_addr(rd_addr),
        .data_in(data_in),
        .data_out(top_data_out),
        .fault_bit(coloum_b)
    );
    comparator comparator_inst (
        .clk(clk),
        .start(start),
        .addr(addr_signal),
        .colum_bit(colum_bit_signal),
        .data_out(top_data_out),
        .estate(fsm_estate),
         .rd_en(rd_en),  
        .error(top_error),
        .fault_addr(top_fault_addr),
        .fault_bit(top_fault_bit)
    );
    assign addr = addr_signal;
    assign colum_bit = colum_bit_signal;
    assign estate = fsm_estate;
    assign em_signal_out = em_signal;
endmodule
File: flow/run.sh
#!/bin/bash
# OpenROAD 26Q1-2900-gdf79404cd8, Yosys 0.63+post, stock flow scripts
make -C /OpenROAD-flow-scripts/flow DESIGN_CONFIG=/design/flow/config.mk WORK_HOME=/design/flow/orfs finish
==> impl_metrics.py <==
# Synthesis and PnR figures
metrics = {
    "global_route": {
        "grt_pass1_wl_mm": 4.39,
        "antenna_found_initial": 0,
        "grt-ovfl-total": 0,
        "grt_pass1_vias": 943,
        "grt_max_degree": 19,
        "track_usage_pct": 7.15,
    },
    "synthesis": {
        "synth-edff-count": 10,
        "yosysTopAreaCell": "edfxtp_1",
        "ys_area_um2": 1110,
        "avgSynthCellArea_um2": 8.45,
        "ys_seq_share_pct": 27.1,
        "area_leaders": "edfxtp_1 27%, ha_1 10%, nor2_1 4.7%",
        "synth_area_um2": 1110,
        "ys_types": 44,
        "netlist_instances": 131,
        "synth_top_area_share_pct": 27.1,
        "yosys-stat-cells": 131,
        "flop_cell": "edfxtp_1",
        "synth_flops": 10,
        "synth-async-reset-ratio_pct": 0,
        "synth_warnings": 1,
    },
    "final_timing": {
        "finClkSkew_ns": 0.00382,
        "finalCritPeriodShare_pct": 61.8,
        "timing_worst_slew_pin_value_ns": 0.592,
        "setup_viol": 0,
        "fmax_ghz": 0.368,
        "hold_viol": 0,
        "worst_slack_ns": 1.68,
        "rsz0062_at_grt": "no",
        "tns_ns": 0,
        "relSlewSlack_pct": 60.4,
        "drv_slew": 0,
        "min_period_ns": 2.72,
    },
    "floorplanning": {
        "io_pins": 14,
        "fp.coreArea_um2": 3970,
        "chipArea_um2": 7060,
        "fp.dieH_um": 84,
        "die-width_um": 84,
        "rows": 23,
        "fp_util_pct": 27.9,
    },
    "detailed_routing": {
        "wl_per_cell_um": 13.8,
        "routed_wl_mm": 2.64,
        "antenna_cells": 0,
        "via_count": 1016,
        "firstDrtPassIters": 5,
        "dr.first_iter.drc_count": 73,
        "route.detailed.drc": 0,
        "ant_nets": 0,
        "via_per_inst": 5.32,
    },
    "clock_tree": {
        "numCtsBuffers": 3,
        "cts.htree.levels": 1,
        "cts_resized": 0,
        "clk_latency_ns": 0.24,
        "ctsHoldBuffers": 0,
        "path_clk_slew_ns": 0.05,
        "cts-root-buf": "clkbuf_8",
        "post-cts-setup-buffers": 0,
        "cts.path.max_buffers": 2,
        "cts_tree": "done",
        "cts.sinks": 10,
    },
    "worst_setup_path": {
        "worstSetupPathType": "in -> reg",
        "cp_cell_sequence": "clkdlybuf4s50_1, inv_2, nor2_1, o21ai_0, a31oi_1, a211oi_1",
        "cp_max_fo": 16,
        "slowest_stage": "clkdlybuf4s50_1",
        "startpoint_type": "input port",
        "cpPeakStageDelay_ns": 0.84,
        "worstPathArrival_ns": 2.67,
        "end_kind": "flop",
        "crit_required_ns": 4.35,
        "r2r_start": "colum_bit[0]",
        "crit_path_start": "estate[2]",
    },
    "hold_path": {
        "hold_path_class": "reg -> reg",
        "hold_start": "addr[1]",
    },
    "cells_and_area": {
        "comb_area_um2": 742,
        "final_area_um2": 1310,
        "areaGrowthSynthToFinish_pct": 18.6,
        "drive_gt1_share_pct": 9.22,
        "instances_no_fill": 191,
        "final-seq-area_um2": 300,
        "fill_cells": 413,
    },
    "placement": {
        "dp_slack_ns": 1.49,
        "io_buffers": 13,
        "dp_cells": 187,
        "dp_hpwl_mm": 2.00,
        "place_congestion": 0.963,
        "post_dp_cell_area_um2": 1270,
    },
    "power_and_ir_drop": {
        "p_total_mw": 0.357,
        "p_leak_nw": 0.518,
        "ir_drop_v": 0.000133,
        "power_density_nw_per_um2": 272,
    },
    "job": {
        "tool_warnings": 30,
        "maxCapViolations": 0,
    },
    "run_status": {
        "status": "finished, final reports clean",
    },
}
[metrics by stage]
step	hold WS, ns	utilization, %
global route	1.11	33.1
global placement	0.980	31.9
finish	1.02	33.1
floorplan	0.781	-
detailed placement	1.00	31.9
CTS	1.02	33.1
[report_power, final]
group / leakage, nW / internal, mW / switching (mW) / total (mW)
Sequential: 0.0946 / 0.117 / 0.0126 / 0.130
Combinational: 0.400 / 0.0621 / 0.0669 / 0.129
Clock: 0.0231 / 0.0613 / 0.0371 / 0.0983
[critical path, delay by kind of cell]
kind,cells,cell delay (ns)
buf+inv,2,1.08
compound gates,3,0.41
simple gates,1,0.30
[layer usage]
layer | share of wire (%) | track usage, %
met3 | 10 | 1.97
met5 | 0 | 0
met4 | 0.53 | 1.07
met1 | 47 | 10.4
met2 | 42 | 10.5
[registers in the layout (all words and copies together) (netlist names)]
name       flops
addr           3
em             3
colum_bit      3
dir            1
[area by class of cell]
cell class | instances | share of cell area [%]
clock inverter | 1 | 0.286
sequential | 10 | 22.9
inverter | 9 | 2.57
clock buffer | 3 | 3.14
timing repair buffer | 13 | 9.90
tap | 50 | 4.76
multi-input combinational | 105 | 56.5
[path summary, 6_finish.rpt]
check,endpoint,slack (ns),cells after the start
hold / removal,addr[1],1.02,4
setup / recovery,colum_bit[1],1.68,6
setup reg to reg,addr[1],2.16,7
hold reg to reg,addr[1],1.02,4
[layout by cell type, fill, tap and decap left out, types with 2 or more instances in the layout]
| master | synthesis | routed |
|---|---|---|
| a21oi_1 | 7 | 7 |
| a22oi_1 | 2 | 2 |
| inv_1 | 8 | 8 |
| and3_1 | 2 | 2 |
| a31oi_1 | 5 | 5 |
| nor3_1 | 4 | 4 |
| ha_1 | 9 | 9 |
| nor2_1 | 14 | 14 |
| edfxtp_1 | 10 | 10 |
| o22ai_1 | 2 | 2 |
| a21o_1 | 2 | 2 |
| clkbuf_8 | 0 | 3 |
| o21ai_0 | 8 | 8 |
| xnor2_1 | 4 | 4 |
| nand2_1 | 13 | 13 |
| o221ai_1 | 2 | 2 |
| mux2i_1 | 3 | 3 |
| clkdlybuf4s50_1 | 0 | 13 |
| nor2b_1 | 4 | 4 |
| mux2_4 | 2 | 2 |
[cells in the mapped netlist, types with 2 or more instances]
| cell type | instances |
|---|---|
| o22ai_1 | 2 |
| ha_1 | 9 |
| clkbuf_1 | 5 |
| nor2b_1 | 4 |
| o21ai_0 | 8 |
| mux2_4 | 2 |
| nand2_1 | 13 |
| inv_1 | 8 |
| xnor2_1 | 4 |
| a22oi_1 | 2 |
| nor2_1 | 14 |
| mux2i_1 | 3 |
| edfxtp_1 | 10 |
| o221ai_1 | 2 |
| and3_1 | 2 |
| a21o_1 | 2 |
| a31oi_1 | 5 |
| nor3_1 | 4 |
| a21oi_1 | 7 |
[cells by family after synthesis]
kind of cell	after synthesis	share of synthesized area [%]
flip-flops	10	27.1
adder cells (fa/ha/maj)	9	10.2
XOR/XNOR	4	3.16
buffers and inverters	16	5.88
AND-OR/OR-AND	40	25.5
AND/OR/NAND/NOR	45	20.7
multiplexers	7	7.46
No activity file was given, so power comes from the tool's default toggle rates.
